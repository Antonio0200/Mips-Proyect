<file path="flow/design.v">
`timescale 1ns/1ns
module EXE (
    input [31:0] pc_plus4_EX,
    input [31:0] dr1_EX,
    input [31:0] dr2_EX,
    input [31:0] inmediato_ext_EX,
    input [31:0] jump_address_EX,
    input [4:0]  rt_EX,
    input [4:0]  rd_EX,
    input [5:0]  funct_EX,
    input salto_EX, 
    input reg_escribir_EX,
    input mem_a_reg_EX,
    input mem_escribir_EX,
    input mem_leer_EX,
    input branch_EX,
    input alu_fuente_EX,
    input [1:0] alu_operacion_EX,
    output [31:0] resultado_alu_EX_out,
    output [31:0] dr2_forward_EX_out,
    output [4:0]  registro_destino_EX_out,
    output [31:0] proximo_pc_EX_out,
    output reg reg_escribir_MEM_ctrl,
    output reg mem_a_reg_MEM_ctrl,
    output reg mem_escribir_MEM_ctrl,
    output reg mem_leer_MEM_ctrl
);
    always @(*) begin
        reg_escribir_MEM_ctrl = reg_escribir_EX;
        mem_a_reg_MEM_ctrl    = mem_a_reg_EX;
        mem_escribir_MEM_ctrl = mem_escribir_EX;
        mem_leer_MEM_ctrl     = mem_leer_EX;
    end
    multiuno mux_regdst (
        .A(rt_EX),
        .B(rd_EX),
        .sel(alu_operacion_EX == 2'b10),
        .S(registro_destino_EX_out)
    );
    wire [31:0] entrada_b_alu;
    multidos mux_alusrc (
        .A2(dr2_EX),
        .B2(inmediato_ext_EX),
        .sel2(alu_fuente_EX),
        .S2(entrada_b_alu)
    );
    wire [3:0] control_alu_w;
    alu_control alu_ctrl (
        .operacion_alu(alu_operacion_EX),
        .funcion(funct_EX),
        .funcion_alu(control_alu_w)
    );
    wire cero_flag;
    alu alu_unit (
        .entrada_a(dr1_EX),
        .entrada_b(entrada_b_alu),
        .control_alu(control_alu_w),
        .resultado(resultado_alu_EX_out),
        .cero(cero_flag)
    );
    wire [31:0] immediate_shifted = inmediato_ext_EX << 2;
    wire [31:0] branch_add_w;
    sumador_branch sum_branch (
        .pc_mas_4(pc_plus4_EX),
        .sign_extend(immediate_shifted),
        .result_add(branch_add_w)
    );
    wire and_branch_w;
    and_zero and_branch_inst (
        .branch(branch_EX),
        .cero(cero_flag),
        .branch_habilitado(and_branch_w)
    );
    wire [31:0] salida_branch_mux_w;
    multi_cuatro mux_branch (
        .branch_and_zero(and_branch_w),
        .pc_mas_4(pc_plus4_EX),
        .branch_add(branch_add_w),
        .salida_branch_mux(salida_branch_mux_w)
    );
    mux_jump mux_jump_inst (
        .jump(salto_EX),
        .entrada_branch(salida_branch_mux_w),
        .jump_address(jump_address_EX),
        .proximo_pc(proximo_pc_EX_out)
    );
    assign dr2_forward_EX_out = dr2_EX;
endmodule
`timescale 1ns/1ns
module alu(
    input [31:0] entrada_a,
    input [31:0] entrada_b,
    input [3:0] control_alu,
    output reg [31:0] resultado,
    output cero
);
always @(*) begin
    case(control_alu)
        4'b0000: resultado = entrada_a & entrada_b;       
        4'b0001: resultado = entrada_a | entrada_b;       
        4'b0010: resultado = entrada_a + entrada_b;       
        4'b0110: resultado = entrada_a - entrada_b;       
        4'b0111: resultado = (entrada_a < entrada_b) ? 1 : 0;  
        4'b1100: resultado = ~(entrada_a | entrada_b);    
        default: resultado = 0;
    endcase
end
assign cero = (resultado == 0);
endmodule
`timescale 1ns/1ns 
module alu_control(
    input [1:0] operacion_alu,
    input [5:0] funcion,
    output reg [3:0] funcion_alu
);
always @(*) begin
    case(operacion_alu)
        2'b00: begin 
            funcion_alu = 4'b0010;  
        end
        2'b01: begin 
            funcion_alu = 4'b0110;  
        end
        2'b10: begin  
            case(funcion)
                6'b100000: funcion_alu = 4'b0010;  
                6'b100010: funcion_alu = 4'b0110;  
                6'b100100: funcion_alu = 4'b0000;  
                6'b100101: funcion_alu = 4'b0001;  
                6'b101010: funcion_alu = 4'b0111;  
                default: funcion_alu = 4'b0000;
            endcase
        end
        default: begin
            funcion_alu = 4'b0000;
        end
    endcase
end
endmodule
`timescale 1ns/1ns
module and_zero (
    input branch,
    input cero,
    output wire branch_habilitado
);
assign branch_habilitado = branch & cero;
endmodule
`timescale 1ns/1ns
module multi_cuatro (
    input branch_and_zero, 
    input [31:0] pc_mas_4,
    input [31:0] branch_add,
    output reg [31:0] salida_branch_mux
);
always @(*) begin
    if (branch_and_zero) begin
        salida_branch_mux = branch_add; 
    end 
	else begin
        salida_branch_mux = pc_mas_4;    
	end
end
endmodule
`timescale 1ns/1ns
module multidos(
    input sel2,
    input [31:0] A2,
    input [31:0] B2,
    output reg [31:0] S2
);
always @(*) begin
    S2 = sel2 ? A2 : B2;
end
endmodule
`timescale 1ns/1ns 
module multiuno(
    input sel,
    input [4:0] A,
    input [4:0] B,
    output reg [4:0] S
);
always @(*) begin
    S = sel ? A : B;
end
endmodule
`timescale 1ns/1ns
module mux_jump (
    input jump, 
    input [31:0] entrada_branch,
    input [31:0] jump_address,
    output reg [31:0] proximo_pc
);
always @(*) begin
    if (jump) begin
        proximo_pc = jump_address; 
    end
	else begin
        proximo_pc = entrada_branch;  
    end
end
endmodule
`timescale 1ns/1ns
module sumador_branch (
    input [31:0] pc_mas_4,
    input [31:0] sign_extend,
    output [31:0] result_add
);
assign result_add = pc_mas_4 + sign_extend;
endmodule
</file>
<file path="flow/config.mk">
export PLATFORM = sky130hd
export DESIGN_NAME = EXE
export DESIGN_NICKNAME = EXE
export VERILOG_FILES = /design/flow/design.v
export SDC_FILE = /design/flow/constraint.sdc
export NUM_CORES = 4
export LEC_CHECK = 1
export CORE_UTILIZATION = 30
</file>
<file path="flow/run.sh">
#!/bin/bash
# OpenROAD 26Q1-2900-gdf79404cd8, Yosys 0.63+post, stock flow scripts
make -C /OpenROAD-flow-scripts/flow DESIGN_CONFIG=/design/flow/config.mk WORK_HOME=/design/flow/orfs finish
</file>
<file path="flow/constraint.sdc">
current_design EXE

set clk_period 26.5
set clk_io_pct 0.2

create_clock -name clk0 -period $clk_period

set non_clock_inputs [all_inputs -no_clocks]
set_input_delay [expr $clk_period * $clk_io_pct] -clock clk0 $non_clock_inputs
set_output_delay [expr $clk_period * $clk_io_pct] -clock clk0 [all_outputs]
</file>
==> results.json <==
{
  "fin_crit_ps": 16910,
  "rsz0062_at_grt": "false",
  "setup_tns_ps": 0,
  "drc": 0,
  "fmax_mhz": 59.1,
  "die_x_um": 166,
  "startpoint_type": "input pin",
  "nClkBuffers": 0,
  "openroad.warnings": 99,
  "p_leak_nw": 4.63,
  "crit_path_start": "alu_fuente_EX",
  "status": "finished, final reports clean",
  "setup_viol": 0,
  "drv_cap": 0,
  "final_layout_size_suffix_gt1_share_pct": 3.64,
  "postCtsHoldBufs": 0,
  "wl_met1_um": 15400,
  "synth.yosys.chip_area_mm2": 0.00808,
  "postSynthSeqShare_pct": 0,
  "wl_per_cell_um": 19.2,
  "grt_pass1_vias": 9325,
  "core_mm2": 0.0262,
  "hold_path_class": "input pin to primary output",
  "ir_worst_vdd_v": 0.00000701,
  "synthXorXnorAreaFrac_pct": 4.66,
  "grt_pass1_wl_um": 51100,
  "dr_wl_met3_um": 2570,
  "yosys_cells": 1207,
  "avgSynthCellArea_um2": 6.70,
  "die.size.y_um": 166,
  "initCoreUtil_pct": 30.8,
  "crit_type": "input pin to primary output",
  "dp_cells": 1737,
  "p_per_area_mw_per_mm2": 24.1,
  "worstMarginPinSlew_ps": 659,
  "ctsResizeCount": 0,
  "syn-instance-count": 1207,
  "num_vias": 9648,
  "synthAdderAreaFrac_pct": 21.0,
  "first_pass_iters": 21,
  "dr.max_layer_used": "met4",
  "top_cells_by_area": "ha_1, a21oi_1, nor2_1",
  "report.power.total_mw": 0.263,
  "fin_ws_ps": 9590,
  "area_delta_synth_final_pct": 34.8,
  "hp-start": "mem_a_reg_EX",
  "mux_area_share_pct": 5.93,
  "grt_overflow_total": 0,
  "netlist.area_leader.share_pct": 20.3,
  "finalMaxSlewViolations": 0,
  "diodes": 0,
  "rows": 59,
  "ys_sh_aoi_pct": 33.7,
  "slew_headroom_pct": 55.6,
  "netlist_area_mm2": 0.00808,
  "grtUsageTotal_pct": 23.6,
  "hpwl_um": 27600,
  "routed_via_density": 5.55,
  "yosys.area.top_type": "ha_1",
  "ff_count": 0,
  "ys_types": 90,
  "grt_max_degree": 45,
  "arrival_ps": 11610,
  "drtAntennaViolNets": 0,
  "cp.required_ps": 21200,
  "wirelength_um": 33300,
  "worstSetupEndpointType": "primary output",
  "critPathMaxFanout": 33,
  "top_cells_by_count": "ha_1, nor2_1, inv_1, a21oi_1, o21ai_0",
  "die_area_mm2": 0.0276,
  "gp_congestion": 0.961,
  "whs_ps": 10600,
  "yosysWarnings": 7,
  "hold_viol_final": 0,
  "synth.logic.top_family": "AND-OR/OR-AND gates",
  "cts_setup_buffers": 0,
  "flop_area_um2": 0,
  "fillCellCount": 2704,
  "antenna_found_initial": 0,
  "layout.cells.non_filler": 1737,
  "finalCritPeriodShare_pct": 63.8,
  "io_pins": 290,
  "yosys.area_share.simple_pct": 22.8,
  "dr_wl_met2_um": 14700,
  "first_iter_violations": 695,
  "place_ws_ps": 9670,
  "port_buffers": 282
}
## cell type report
| cell class | count | area, um2 | area share [%] |
|---|---|---|---|
| tap | 335 | 419 | 3.85 |
| multi-input combinational | 997 | 7140 | 65.6 |
| timing repair buffer | 295 | 2920 | 26.8 |
| inverter | 110 | 413 | 3.79 |
## cells by family after synthesis
kind of cell    count (synthesis)
buf+inv                       210
xor+xnor                       43
mux                            47
compound gates                402
simple gates                  371
fa+ha+maj                     134
## routing by layer
layer	track usage, %	vias up
li1	-	4762
met5	0	-
met4	4.06	0
met1	33.5	4416
met3	2.91	35
met2	38.6	435
## critical path, cell delays in order
cell and delay, ps:
buf_2 70, buf_4 500, mux2i_1 470, ha_1 490
a21o_1 250, a21oi_2 260, nand2_1 150, a221o_1 360
a221o_1 330, nor3_1 180, nor4bb_1 260, or4b_1 500
or3_1 410, or4_4 750, or4_1 590, a31oi_1 200
clkdlybuf4s50_1 490
## per-stage QoR
| step | instance area [um2] | utilization [%] |
|---|---|---|
| 2_1_floorplan | 8080 | - |
| 3_3_place_gp | 10900 | 41.6 |
| 3_5_place_dp | 10900 | 41.6 |
| 4_1_cts | 10900 | 41.6 |
| 5_1_grt | 10900 | 41.6 |
| 6_report | 10900 | 41.6 |
## layout by cell type, fill, tap and decap left out, types with 4 or more instances in the layout
| cell | Yosys | final |
|---|---|---|
| inv_1 | 109 | 109 |
| nand4_1 | 9 | 9 |
| and3_1 | 9 | 9 |
| or3_1 | 8 | 8 |
| o21bai_1 | 9 | 9 |
| xor2_1 | 8 | 8 |
| nor3_1 | 22 | 22 |
| buf_4 | 37 | 13 |
| mux2i_1 | 40 | 40 |
| nor4_1 | 13 | 13 |
| a21oi_1 | 102 | 102 |
| clkdlybuf4s50_1 | 0 | 281 |
| nand2_1 | 56 | 56 |
| xnor2_1 | 35 | 35 |
| a211o_1 | 8 | 8 |
| a211oi_1 | 13 | 13 |
| a41oi_1 | 7 | 7 |
| and2_1 | 8 | 8 |
| o21a_1 | 15 | 15 |
| nor2b_1 | 18 | 18 |
| o31a_1 | 4 | 4 |
| nor2_1 | 131 | 131 |
| o211ai_1 | 9 | 9 |
| a221o_1 | 5 | 5 |
| o311ai_0 | 5 | 5 |
| a31oi_1 | 37 | 35 |
| mux2_2 | 7 | 7 |
| o21ai_0 | 73 | 73 |
| o22ai_1 | 5 | 5 |
| ha_1 | 131 | 131 |
| nand2b_1 | 24 | 24 |
| o21ai_1 | 4 | 4 |
| o31ai_1 | 24 | 23 |
| a21o_1 | 13 | 13 |
| or4_1 | 8 | 8 |
| o221ai_1 | 15 | 15 |
| nand3_1 | 43 | 43 |
| a221oi_1 | 5 | 5 |
## path summary, 6_finish.rpt
check               endpoint  slack (ps)  depth (start not counted)
min       mem_a_reg_MEM_ctrl       10600                          0
max    proximo_pc_EX_out[27]        9590                         17
## report_power, final
group / internal (mW) / switching [mW] / total [mW]
clock: 0 / 0 / 0
sequential: 0 / 0 / 0
combinational: 0.126 / 0.137 / 0.263
total: 0.126 / 0.137 / 0.263
